==> flow/design.v <==
module Dec_SDES(
	input						clk,	
	input						rstn,	
	input						en,	
	input			[7:0]		k1,
	input			[7:0]		k2,
	input			[7:0]		cipher_text	,
	output	reg		[7:0]		pln_txt		
	);
reg		[7:0]	swap_tmp;
reg		[7:0]	expand_2;
reg		[7:0]	xor_o_2;
reg		[3:0]	xor_o_lhf_2,xor_o_rhf_2;
wire	[1:0]	s0_2,s1_2;
reg		[3:0]	s0s1_2,p_s0s1_2,xor_o2_2;
reg 	[7:0]	comb_tmp_2;
always @ (*)
	begin 
		comb_tmp_2 = {cipher_text[6],cipher_text[2],cipher_text[5],cipher_text[7]
					,cipher_text[4],cipher_text[0],cipher_text[3],cipher_text[1]};
		swap_tmp[3:0] = comb_tmp_2[3:0];  
		expand_2 ={swap_tmp[0],swap_tmp[3],swap_tmp[2],swap_tmp[1],swap_tmp[2],swap_tmp[1],swap_tmp[0],swap_tmp[3]};
		xor_o_2 = expand_2 ^ k2;
		xor_o_lhf_2 = xor_o_2[7:4];
		xor_o_rhf_2 = xor_o_2[3:0];
	end 
S0 U1 (.xor_o_lhf(xor_o_lhf_2),.en(en),.out(s0_2));
S1 U2 (.xor_o_rhf(xor_o_rhf_2),.en(en),.out(s1_2));
always @ (*)
	begin 
		s0s1_2 = {s0_2,s1_2};
		p_s0s1_2 = {s0s1_2[2],s0s1_2[0],s0s1_2[1],s0s1_2[3]};
		xor_o2_2 = comb_tmp_2[7:4];
		swap_tmp[7:4] = xor_o2_2 ^ p_s0s1_2;  
	end 
wire	[1:0]	s0,s1;
reg		[3:0]	s0s1,p_s0s1,xor_o2;
reg 	[7:0]	comb_tmp;
reg		[7:0]	ip_inv;
reg		[7:0]	expand;
reg		[7:0]	xor_o;
reg		[3:0]	xor_o_lhf,xor_o_rhf;
always @(*)
	begin 
		comb_tmp = {swap_tmp[3:0],swap_tmp[7:4]};
		ip_inv[3:0] = comb_tmp[3:0];  
		expand = {ip_inv[0],ip_inv[3],ip_inv[2],ip_inv[1],ip_inv[2],ip_inv[1],ip_inv[0],ip_inv[3]};
		xor_o = expand ^ k1;
		xor_o_lhf = xor_o[7:4];
		xor_o_rhf = xor_o[3:0];
	end 
S0 U3 (.xor_o_lhf(xor_o_lhf),.en(en),.out(s0));
S1 U4 (.xor_o_rhf(xor_o_rhf),.en(en),.out(s1));
always @ (*)
	begin 
		s0s1 = {s0,s1};
		p_s0s1 = {s0s1[2],s0s1[0],s0s1[1],s0s1[3]};
		xor_o2 = comb_tmp[7:4];
		ip_inv[7:4] = xor_o2 ^ p_s0s1;  
	end 
always @ (posedge clk or negedge rstn)
	begin
		if (!rstn)
			pln_txt <=0;
		else if (en)
			pln_txt <= {ip_inv[4],ip_inv[7],ip_inv[5],ip_inv[3]
					   ,ip_inv[1],ip_inv[6],ip_inv[0],ip_inv[2]};
	end 
endmodule 
module Dec_SDES_top(
	input						clk,	
	input						rstn,	
	input						en,		
	input			[7:0]		cipher_text,
	input 			[9:0]		i_key,	
	output			[7:0]		pln_txt	
	);
wire [7:0] k1,k2;
Dec_SDES U1 (
.clk(clk),
.rstn(rstn),
.en(en),
.pln_txt(pln_txt),
.k1(k1),
.k2(k2),
.cipher_text(cipher_text)
);
key_gen U2 (
.k1(k1),
.k2(k2),
.i_key(i_key)
);
endmodule 
module ENC_SDES(
	input						clk,	
	input						rstn,	
	input						en,	
	input			[7:0]		pln_txt,	
	input			[7:0]		k1,	
	input			[7:0]		k2,	
	output	reg		[7:0]		cipher_text	
	);
reg		[7:0]	ip;
reg		[7:0]	expand;
reg		[7:0]	xor_o;
reg		[3:0]	xor_o_lhf,xor_o_rhf;
always @(*)
	begin 
				ip = {pln_txt[6],pln_txt[2],pln_txt[5],pln_txt[7]
					,pln_txt[4],pln_txt[0],pln_txt[3],pln_txt[1]};
				expand = {ip[0],ip[3],ip[2],ip[1],ip[2],ip[1],ip[0],ip[3]};
				xor_o = expand ^ k1;
				xor_o_lhf = xor_o[7:4];
				xor_o_rhf = xor_o[3:0];
	end 
wire	[1:0]	s0,s1;
reg		[3:0]	s0s1,p_s0s1,xor_o2;
reg 	[7:0]	comb_tmp,swap_tmp;
S0 U1 (.xor_o_lhf(xor_o_lhf),.en(en),.out(s0));
S1 U2 (.xor_o_rhf(xor_o_rhf),.en(en),.out(s1));
always @ (*)
	begin 
		s0s1 = {s0,s1};
		p_s0s1 = {s0s1[2],s0s1[0],s0s1[1],s0s1[3]};
		xor_o2 = p_s0s1 ^ ip[7:4];
		comb_tmp = {xor_o2,ip[3:0]};
		swap_tmp = {comb_tmp[3:0],comb_tmp[7:4]};
	end 
reg		[7:0]	expand_2;
reg		[7:0]	xor_o_2;
reg		[3:0]	xor_o_lhf_2,xor_o_rhf_2;
always @(*)
	begin 
				expand_2 = {swap_tmp[0],swap_tmp[3],swap_tmp[2],swap_tmp[1],swap_tmp[2],swap_tmp[1],swap_tmp[0],swap_tmp[3]};
				xor_o_2 = expand_2 ^ k2;
				xor_o_lhf_2 = xor_o_2[7:4];
				xor_o_rhf_2 = xor_o_2[3:0];
	end 
wire	[1:0]	s0_2,s1_2;
reg		[3:0]	s0s1_2,p_s0s1_2,xor_o2_2;
reg 	[7:0]	comb_tmp_2;
reg 	[7:0]	inv_ip;  
S0 U3 (.xor_o_lhf(xor_o_lhf_2),.en(en),.out(s0_2));
S1 U4 (.xor_o_rhf(xor_o_rhf_2),.en(en),.out(s1_2));
always @ (*)
	begin 
		s0s1_2 = {s0_2,s1_2};
		p_s0s1_2 = {s0s1_2[2],s0s1_2[0],s0s1_2[1],s0s1_2[3]};
		xor_o2_2 = p_s0s1_2 ^ swap_tmp[7:4];
		comb_tmp_2 = {xor_o2_2,swap_tmp[3:0]};
		inv_ip	= {comb_tmp_2[4],comb_tmp_2[7],comb_tmp_2[5],comb_tmp_2[3],comb_tmp_2[1]
				 ,comb_tmp_2[6],comb_tmp_2[0],comb_tmp_2[2]};
	end 
always @ (posedge clk or negedge rstn)
	begin 
		if (!rstn)
			cipher_text <=0;
		else if (en)
			cipher_text <= inv_ip;
	end 
endmodule 
module ENC_SDES_top(
	input						clk,	
	input						rstn,	
	input						en,	
	input			[7:0]		pln_txt,	
	input			[9:0]		i_key,	
	output			[7:0]		cipher_text	
	);
wire [7:0] k1,k2;
ENC_SDES U1 (
.clk(clk),
.rstn(rstn),
.en(en),
.pln_txt(pln_txt),
.k1(k1),
.k2(k2),
.cipher_text(cipher_text)
);
key_gen U2 (
.k1(k1),
.k2(k2),
.i_key(i_key)
);
endmodule 
module S0 (
	input			[3:0]		xor_o_lhf,
	input						en,
	output reg		[1:0]		out
	);
wire [3:0]	sel;
assign sel = {xor_o_lhf[3],xor_o_lhf[0],xor_o_lhf[2:1]}; 
always @(*)
	begin 
		if (!en)
				out=0;
		else	
		begin
		case(sel)
		4'b0000	:	out = 2'b01;
		4'b0001	:	out = 2'b00;
		4'b0010	:	out = 2'b11;
		4'b0011	:	out = 2'b01;
		4'b0100	:	out = 2'b11;
		4'b0101	:	out = 2'b10;
		4'b0110	:	out = 2'b01;
		4'b0111	:	out = 2'b00;
		4'b1000	:	out = 2'b00;
		4'b1001	:	out = 2'b10;
		4'b1010	:	out = 2'b01;
		4'b1011	:	out = 2'b11;		
		4'b1100	:	out = 2'b11;
		4'b1101	:	out = 2'b01;
		4'b1110	:	out = 2'b11;
		4'b1111	:	out = 2'b10;
		endcase
		end
	end 
endmodule 
module S1 (
	input			[3:0]		xor_o_rhf,
	input						en,
	output reg		[1:0]		out
	);
wire [3:0]	sel;
assign sel = {xor_o_rhf[3],xor_o_rhf[0],xor_o_rhf[2:1]}; 
always @(*)
	begin 
		if (!en)
				out=0;
		else	
		begin
		case(sel)
		4'b0000	:	out = 2'b00;
		4'b0001	:	out = 2'b01;
		4'b0010	:	out = 2'b10;
		4'b0011	:	out = 2'b11;
		4'b0100	:	out = 2'b10;
		4'b0101	:	out = 2'b00;
		4'b0110	:	out = 2'b01;
		4'b0111	:	out = 2'b11;
		4'b1000	:	out = 2'b11;
		4'b1001	:	out = 2'b00;
		4'b1010	:	out = 2'b01;
		4'b1011	:	out = 2'b00;		
		4'b1100	:	out = 2'b10;
		4'b1101	:	out = 2'b01;
		4'b1110	:	out = 2'b00;
		4'b1111	:	out = 2'b11;
		endcase
		end
	end 
endmodule 
module SDES_top(
	input						clk,	
	input						rstn,	
	input			[9:0]		i_key,	
	input						en_enc,	 
	input						en_dec,	 
	input			[7:0]		i_enc_pln_txt,	
	input			[7:0]		i_dec_cipher_text,	
	output			[7:0]		o_dec_pln_txt,	
	output			[7:0]		o_enc_cipher_text	
	);
ENC_SDES_top ENC_DUT (
.clk(clk),
.rstn(rstn),
.i_key(i_key),
.en(en_enc),
.pln_txt(i_enc_pln_txt),
.cipher_text(o_enc_cipher_text)
);
Dec_SDES_top DEC_DUT (
.clk(clk),
.rstn(rstn),
.i_key(i_key),
.en(en_dec),
.cipher_text(i_dec_cipher_text),
.pln_txt(o_dec_pln_txt)
);
endmodule 
module key_gen(
	input		[9:0]	i_key,
	output	reg	[7:0]	k1,
	output	reg	[7:0]	k2
	);
reg		[9:0]	p_key;
reg		[4:0]	r_hf11,r_hf12;  
reg		[4:0]	r_hf21,r_hf22;  
reg		[9:0]	two_h1;  
reg		[9:0]	two_h2;  
always @(*)
	begin 
				p_key = {i_key[7],i_key[5],i_key[8],i_key[3],i_key[6],i_key[0]
						,i_key[9],i_key[1],i_key[2],i_key[4]};
				r_hf11 = {p_key[8:5],p_key[9]};
				r_hf12 = {p_key[3:0],p_key[4]};
				two_h1 = {r_hf11,r_hf12};
				k1 = {two_h1[4],two_h1[7],two_h1[3],two_h1[6],two_h1[2]
					,two_h1[5],two_h1[0],two_h1[1]};
				r_hf21 = {r_hf11[2:0],r_hf11[4:3]};
				r_hf22 = {r_hf12[2:0],r_hf12[4:3]};
				two_h2 = {r_hf21,r_hf22};
				k2 = {two_h2[4],two_h2[7],two_h2[3],two_h2[6],two_h2[2]
					,two_h2[5],two_h2[0],two_h2[1]}; 
	end
endmodule
==> flow/run.sh <==
#!/bin/bash
# OpenROAD 26Q1-2900-gdf79404cd8, Yosys 0.63+post, stock flow scripts
make -C /OpenROAD-flow-scripts/flow DESIGN_CONFIG=/design/flow/config.mk WORK_HOME=/design/flow/orfs finish
==> flow/config.mk <==
export PLATFORM = sky130hd
export DESIGN_NAME = SDES_top
export DESIGN_NICKNAME = SDES_top
export VERILOG_FILES = /design/flow/design.v
export SDC_FILE = /design/flow/constraint.sdc
export NUM_CORES = 4
export LEC_CHECK = 1
export CORE_UTILIZATION = 40
==> flow/constraint.sdc <==
current_design SDES_top

set clk_period 1.0
set clk_io_pct 0.2

create_clock -name clk0 -period $clk_period [get_ports {clk}]

set non_clock_inputs [all_inputs -no_clocks]
set_input_delay [expr $clk_period * $clk_io_pct] -clock clk0 $non_clock_inputs
set_output_delay [expr $clk_period * $clk_io_pct] -clock clk0 [all_outputs]
==> impl_metrics.env <==
# flow metrics
export IMPL_row_count=25
export IMPL_io_pins=46
export IMPL_post_dp_hpwl_um=4510
export IMPL_ys_chip_area_um2=2010
export IMPL_gp_congestion=0.881
export IMPL_async_reset_ff_share_pct=100
export IMPL_stop_error="[ERROR DPL-0036] Detailed placement failed."
export IMPL_grt_max_degree=17
export IMPL_placed_cells=430
export IMPL_numSynthFlops=16
export IMPL_yosys_stat_cells=239
export IMPL_synth_cell_types=49
export IMPL_cts_root_buffer="clkbuf_8"
export IMPL_worst_endpoint="DEC_DUT.U1.pln_txt[7]$_DFFE_PN0P_/D"
export IMPL_syn_area_per_cell_um2=8.41
export IMPL_htreeDepth=1
export IMPL_synth_warnings=5
export IMPL_syn_inst=239
export IMPL_dieHeight_um=72.9
export IMPL_endpoint_type="register data pin"
export IMPL_cts_buffer_depth=2
export IMPL_clkSinkCount=16
export IMPL_portBuffers=45
export IMPL_flop_cell="dfrtp_1"
export IMPL_die_x_um=72.9
export IMPL_numCtsBuffers=3
export IMPL_failing_step="5_1_grt"
export IMPL_edf_count=0
export IMPL_syn_area_um2=2010
export IMPL_synth_seq_share_pct=19.9
export IMPL_outcome="stopped before the end"
export IMPL_fp_util_pct=42.0
-- logic make-up after synthesis --
logic type / count (synthesis) / synth area share [%]
compound gates: 53 / 18.0
xor+xnor: 70 / 31.2
fa+ha+maj: 4 / 2.49
buf+inv: 21 / 4.79
flops: 16 / 19.9
mux: 16 / 8.21
simple gates: 59 / 15.3
-- Yosys cell counts, types with 2 or more instances --
cell / count / area [µm²]
dfrtp_1: 16 / 400
nor2_1: 11 / 41.3
nor3_1: 5 / 25.0
a211oi_2: 2 / 25.0
xnor2_1: 48 / 420
and2_1: 4 / 25.0
o22ai_1: 2 / 12.5
xor2_1: 20 / 175
buf_2: 6 / 30.0
xnor2_2: 2 / 32.5
o211ai_1: 5 / 37.5
o2111ai_1: 4 / 35.0
a21o_1: 2 / 15.0
a31oi_1: 2 / 12.5
or4_1: 2 / 15.0
o21ai_0: 8 / 40.0
mux2_2: 4 / 45.0
nor2b_1: 2 / 12.5
a21oi_1: 15 / 75.1
nand2_1: 12 / 45.0
inv_1: 8 / 30.0
clkbuf_1: 4 / 15.0
a22oi_1: 2 / 15.0
nand3_1: 9 / 45.0
ha_1: 4 / 50.1
or3_1: 5 / 31.3
clkbuf_2: 2 / 10.0
mux2i_1: 12 / 120
-- repair_timing --
item,4_1_cts
pin swaps,69
resized,246
hold buffers,0
setup buffers,38
setup endpoints to repair,32
-- stage by stage --
stage               hold slack [ns]  setup WS (ns)  setup TNS (ns)  total power [µW]  instance area (µm²)
floorplan                   -0.0956          -1.26          -11.49              2460                 2390
global placement              0.468          -1.84          -22.37              3730                 3490
detailed placement            0.486          -1.85          -22.50              3760                 3490
CTS                           0.276          -1.13          -11.66              5010                 4370
Power and IR drop assume default switching activity.
